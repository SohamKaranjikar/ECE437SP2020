==> design.v <==
`timescale 1ns / 1ps
module SPI_Transmit(
    input FSM_Clk,
    output SPI_CLK_0,
    output SPI_EN_0,
    output  SPI_IN_0,
    input SPI_OUT_0,
    input [6:0] ADDR,
    input [7:0] DATA_WRITE,
    output reg [7:0] DATA_READ,
    output reg SPI_CLK,
    output reg SPI_IN,
    output reg SPI_EN,
    input START_BIT,
    input C,
    output writecomplete,
    output readcomplete,
    output [7:0] CURR_STATE
    );
    reg [7:0] State;
    reg writecomplete, readcomplete;
    localparam STATE_INIT = 8'd0;
    assign SPI_CLK_0 = SPI_CLK;
    assign SPI_IN_0 = SPI_IN;
    assign SPI_EN_0 = SPI_EN; 
    assign CURR_STATE = State;
    initial  begin
        SPI_EN = 1'b0;
        SPI_CLK = 1'b0;
        SPI_IN = 1'b0;
        State = STATE_INIT;
    end 
    always @(posedge FSM_Clk) begin                 
        case (State)
            STATE_INIT : begin
                 if (START_BIT == 1'b1) State <= 8'd1;                    
                 else begin                 
                      SPI_EN = 1'b0;
                      SPI_CLK = 1'b0;
                  end
            end            
            8'd1 : begin
                  writecomplete <= 1'b0;
                  readcomplete <= 1'b0;
                  SPI_EN <= 1'b1;
                  SPI_CLK <= 1'b0;    
                  State <= State + 1'b1;                          
            end   
            8'd2 : begin
                  SPI_CLK <= 1'b0;
                  SPI_IN <= C;
                  State <= State + 1'b1;             
            end   
            8'd3 : begin
                  SPI_CLK <= 1'b1;
                  State <= State + 1'b1;                 
            end   
            8'd4 : begin
                  SPI_CLK <= 1'b1;
                  State <= State + 1'b1;
            end   
            8'd5 : begin
                  SPI_CLK <= 1'b0;
                  SPI_IN <= ADDR[6];
                  State <= State + 1'b1;
            end   
            8'd6 : begin
                  SPI_CLK <= 1'b0;
                  State <= State + 1'b1;
            end   
            8'd7 : begin
                  SPI_CLK <= 1'b1;
                  State <= State + 1'b1;               
            end   
            8'd8 : begin
                  SPI_CLK <= 1'b1;
                  State <= State + 1'b1;
            end   
            8'd9 : begin
                  SPI_CLK <= 1'b0;
                  SPI_IN <= ADDR[5];
                  State <= State + 1'b1;
            end   
            8'd10 : begin
                  SPI_CLK <= 1'b0;
                  State <= State + 1'b1;
            end   
            8'd11 : begin
                  SPI_CLK <= 1'b1;
                  State <= State + 1'b1;              
            end   
            8'd12 : begin
                  SPI_CLK <= 1'b1;
                  State <= State + 1'b1;
            end   
            8'd13 : begin
                  SPI_CLK <= 1'b0;
                  SPI_IN <= ADDR[4];
                  State <= State + 1'b1;
            end   
            8'd14 : begin
                  SPI_CLK <= 1'b0;
                  State <= State + 1'b1;
            end   
            8'd15 : begin
                  SPI_CLK <= 1'b1;
                  State <= State + 1'b1;              
            end   
            8'd16 : begin
                  SPI_CLK <= 1'b1;
                  State <= State + 1'b1;    
            end   
            8'd17 : begin
                  SPI_CLK <= 1'b0;
                  SPI_IN <= ADDR[3];
                  State <= State + 1'b1;
            end   
            8'd18 : begin
                  SPI_CLK <= 1'b0;
                  State <= State + 1'b1;  
            end   
            8'd19 : begin
                  SPI_CLK <= 1'b1;
                  State <= State + 1'b1;                  
            end   
            8'd20 : begin
                  SPI_CLK <= 1'b1;
                  State <= State + 1'b1;  
            end   
            8'd21 : begin
                  SPI_CLK <= 1'b0;
                  SPI_IN <= ADDR[2];
                  State <= State + 1'b1;
            end   
            8'd22 : begin
                  SPI_CLK <= 1'b0;
                  State <= State + 1'b1; 
            end  
            8'd23 : begin
                  SPI_CLK <= 1'b1;
                  State <= State + 1'b1;                
            end   
            8'd24 : begin
                  SPI_CLK <= 1'b1;
                  State <= State + 1'b1; 
            end   
            8'd25 : begin
                  SPI_CLK <= 1'b0;
                  SPI_IN <= ADDR[1];
                  State <= State + 1'b1;
            end   
            8'd26 : begin
                  SPI_CLK <= 1'b0;
                  State <= State + 1'b1; 
            end  
            8'd27 : begin
                  SPI_CLK <= 1'b1;
                  State <= State + 1'b1;               
            end   
            8'd28 : begin
                  SPI_CLK <= 1'b1;
                  State <= State + 1'b1; 
            end   
            8'd29 : begin
                  SPI_CLK <= 1'b0;
                  SPI_IN <= ADDR[0];
                  State <= State + 1'b1;
            end   
            8'd30 : begin
                  SPI_CLK <= 1'b0;
                  State <= State + 1'b1;
            end
            8'd31 : begin
                  SPI_CLK <= 1'b1;
                  State <= State + 1'b1;     
            end   
            8'd32 : begin
                  SPI_CLK <= 1'b1;
                  State <= State + 1'b1;
            end   
            8'd33 : begin
                  SPI_CLK <= 1'b0;
                  if(C == 1'b1) begin
                        SPI_IN <= DATA_WRITE[7];
                  end  
                  State <= State + 1'b1;
            end   
            8'd34 : begin
                  SPI_CLK <= 1'b0;
                  State <= State + 1'b1;
            end  
            8'd35 : begin
                  SPI_CLK <= 1'b1;
                  if(C == 1'b0) begin
                        DATA_READ[7] <= SPI_OUT_0;
                  end
                  State <= State + 1'b1;                
            end   
            8'd36 : begin
                  SPI_CLK <= 1'b1;
                  State <= State + 1'b1;
            end   
            8'd37 : begin
                  SPI_CLK <= 1'b0;
                  if(C == 1'b1) begin
                        SPI_IN <= DATA_WRITE[6];
                  end  
                  State <= State + 1'b1;
            end   
            8'd38 : begin
                  SPI_CLK <= 1'b0;
                  State <= State + 1'b1;
            end  
            8'd39 : begin
                  SPI_CLK <= 1'b1;
                  if(C == 1'b0) begin
                        DATA_READ[6] <= SPI_OUT_0;
                  end
                  State <= State + 1'b1;                
            end   
            8'd40 : begin
                  SPI_CLK <= 1'b1;
                  State <= State + 1'b1;
            end
            8'd41 : begin
                  SPI_CLK <= 1'b0;
                  if(C == 1'b1) begin
                        SPI_IN <= DATA_WRITE[5];
                  end  
                  State <= State + 1'b1;
            end   
            8'd42 : begin
                  SPI_CLK <= 1'b0;
                  State <= State + 1'b1;
            end  
            8'd43 : begin
                  SPI_CLK <= 1'b1;
                  if(C == 1'b0) begin
                        DATA_READ[5] <= SPI_OUT_0;
                  end
                  State <= State + 1'b1;                
            end   
            8'd44 : begin
                  SPI_CLK <= 1'b1;
                  State <= State + 1'b1;
            end
            8'd45 : begin
                  SPI_CLK <= 1'b0;
                  if(C == 1'b1) begin
                        SPI_IN <= DATA_WRITE[4];
                  end  
                  State <= State + 1'b1;
            end   
            8'd46 : begin
                  SPI_CLK <= 1'b0;
                  State <= State + 1'b1;
            end  
            8'd47 : begin
                  SPI_CLK <= 1'b1;
                  if(C == 1'b0) begin
                        DATA_READ[4] <= SPI_OUT_0;
                  end
                  State <= State + 1'b1;                
            end   
            8'd48 : begin
                  SPI_CLK <= 1'b1;
                  State <= State + 1'b1;
            end
            8'd49 : begin
                  SPI_CLK <= 1'b0;
                  if(C == 1'b1) begin
                        SPI_IN <= DATA_WRITE[3];
                  end  
                  State <= State + 1'b1;
            end   
            8'd50 : begin
                  SPI_CLK <= 1'b0;
                  State <= State + 1'b1;
            end  
            8'd51 : begin
                  SPI_CLK <= 1'b1;
                  if(C == 1'b0) begin
                        DATA_READ[3] <= SPI_OUT_0;
                  end
                  State <= State + 1'b1;                
            end   
            8'd52 : begin
                  SPI_CLK <= 1'b1;
                  State <= State + 1'b1;
            end
            8'd53 : begin
                  SPI_CLK <= 1'b0;
                  if(C == 1'b1) begin
                        SPI_IN <= DATA_WRITE[2];
                  end  
                  State <= State + 1'b1;
            end   
            8'd54 : begin
                  SPI_CLK <= 1'b0;
                  State <= State + 1'b1;
            end  
            8'd55 : begin
                  SPI_CLK <= 1'b1;
                  if(C == 1'b0) begin
                        DATA_READ[2] <= SPI_OUT_0;
                  end
                  State <= State + 1'b1;                
            end   
            8'd56 : begin
                  SPI_CLK <= 1'b1;
                  State <= State + 1'b1;
            end
            8'd57 : begin
                  SPI_CLK <= 1'b0;
                  if(C == 1'b1) begin
                        SPI_IN <= DATA_WRITE[1];
                  end  
                  State <= State + 1'b1;
            end   
            8'd58 : begin
                  SPI_CLK <= 1'b0;
                  State <= State + 1'b1;
            end  
            8'd59 : begin
                  SPI_CLK <= 1'b1;
                  if(C == 1'b0) begin
                        DATA_READ[1] <= SPI_OUT_0;
                  end
                  State <= State + 1'b1;                
            end   
            8'd60 : begin
                  SPI_CLK <= 1'b1;
                  State <= State + 1'b1;
            end
            8'd61 : begin
                  SPI_CLK <= 1'b0;
                  if(C == 1'b1) begin
                        SPI_IN <= DATA_WRITE[0];
                        writecomplete <= 1'b1;
                  end  
                  State <= State + 1'b1;
            end   
            8'd62 : begin
                  SPI_CLK <= 1'b0;
                  State <= State + 1'b1;
            end  
            8'd63 : begin
                  SPI_CLK <= 1'b1;
                  if(C == 1'b0) begin
                        DATA_READ[0] <= SPI_OUT_0;
                        readcomplete <= 1'b1;
                  end
                  State <= State + 1'b1;                
            end   
            8'd64 : begin
                  SPI_CLK <= 1'b1;
                  if(START_BIT == 1'b0) begin
                        State <= STATE_INIT;
                  end
                  else begin
                        State <= State;
                  end
            end
            default : begin
            end                              
        endcase                           
    end                     
endmodule
==> run.sh <==
#!/bin/bash
# OpenROAD 26Q1-2900-gdf79404cd8, Yosys 0.63+post, stock flow scripts
make -C /OpenROAD-flow-scripts/flow DESIGN_CONFIG=/design/flow/config.mk WORK_HOME=/design/flow/orfs finish
==> config.mk <==
export PLATFORM = sky130hd
export DESIGN_NAME = SPI_Transmit
export DESIGN_NICKNAME = SPI_Transmit
export VERILOG_FILES = /design/flow/design.v
export SDC_FILE = /design/flow/constraint.sdc
export NUM_CORES = 4
export LEC_CHECK = 1
export CORE_UTILIZATION = 30
==> constraint.sdc <==
current_design SPI_Transmit

set clk_period 3.7
set clk_io_pct 0.2

create_clock -name clk0 -period $clk_period [get_ports {FSM_Clk}]

set non_clock_inputs [all_inputs -no_clocks]
set_input_delay [expr $clk_period * $clk_io_pct] -clock clk0 $non_clock_inputs
set_output_delay [expr $clk_period * $clk_io_pct] -clock clk0 [all_outputs]
==> qor.txt <==
Yosys Instances: 146
Number of filler cells placed in the layout: 428
CTS tree: done
Fin crit period: 2.70 ns
Max Root-Sink Buffers: 2
Final weighted congestion in routability-driven placement: 0.894
Total number of vias: 1218
Vias in the first global route: 1111
Total leakage power: 0.643 nW
Initial DRC count: 74
Number of violations of the max-capacitance limit: 0
Number of antenna violations at the first check in global routing: 0
Die footprint: 4980 um^2
Placed Cells incl. Taps: 229
Final Hold Violating Endpoints: 0
CTS Root Buffer Type: sky130_fd_sc_hd__clkbuf_8
Most frequent logic cells in the routed design: sky130_fd_sc_hd__clkdlybuf4s50_1 (42), sky130_fd_sc_hd__edfxtp_1 (21), sky130_fd_sc_hd__nor2_1 (15)
Slew of the pin with the lowest slew margin: 0.731 ns
Async S/R FF share, synth: 0
CTS hold repair buffers: 0
Setup-failing EPs final: 0
Number of distinct library cells after synthesis: 44
Area delta synth->final: 33.7%
Aggregate global-route resource usage: 0.137
Ratio of final minimum period to clock period: 0.730
Congestion Overflow GR: 0
Number of buffers added for setup after CTS: 0
Pre-placement core utilization: 0.317
DRC violations left: 0
Post-synthesis chip area from yosys: 1410 um^2
Synth Seq Share: 0.447
Total Negative Setup Slacks: 0 ns
Antenna diode count: 0
Setup repair after global routing missed its margin: false
Syn Inst Count: 146
Leading cell type in the layout, fill and taps excluded: sky130_fd_sc_hd__clkdlybuf4s50_1
Width of the die: 70.6 um
Final setup skew: 0.00591 ns
Insertion delay to the later sink of the worst-skew pair: 0.26 ns
Count of library flops with an enable pin: 21
Multi-input gate area: 702 um^2
Kind of end point of the critical path: flip-flop
Required time of the critical path: 3.60 ns
Crit path launch type: flip-flop
Count of H-tree levels built during CTS: 1
Cells taking the most area after synthesis: sky130_fd_sc_hd__edfxtp_1 (45%), sky130_fd_sc_hd__ha_1 (4.4%), sky130_fd_sc_hd__nor2_1 (4.0%), sky130_fd_sc_hd__nand2_1 (3.5%), sky130_fd_sc_hd__nor3_1 (3.2%)
Warning total across the stage logs: 29
Top Ports: 43
Antenna-violating nets left: 0
PnR Total Power: 0.00133 W
Peak fanout along the critical path: 10
Number of vias per cell: 5.23
Port bufs: 42
Total detailed-routing wirelength: 3230 um
Hold/Removal Path Class: flip-flop to flip-flop
Prevailing post-synth register cell: sky130_fd_sc_hd__edfxtp_1
Kind of critical path: flip-flop to flip-flop
Clock transition time at the flip-flop clock pins of the worst setup and hold paths: 0.07 ns
Combined area of all synthesized cells: 1410 um^2
Core box area: 4440 um^2
CTS resizes: 0
Seq cells post-synth: 21
Maximum number of pins on one net before global-route repair: 25
Proportion of layout cells with a drive suffix above 1: 0.0608
Top cell type's share of synthesized area: 0.447
Detail Placement HPWL: 2420 um
Run status: completed
Detailed-router iteration count before antenna repair: 20
Cell area power density: 708 nW/um^2
Number of warnings reported in the yosys synthesis log: 1
TritonCTS buffer count: 3
Clock Sink Count: 21
Worst vdd rail ir drop: 330 uV
Max frequency: 370 MHz
First-pass GRT wire length: 5260 um
Worst Path Arrival: 2.60 ns
Cell row count: 24
Cell type contributing the most total cell area after synthesis: sky130_fd_sc_hd__edfxtp_1
Final count of pins violating max slew: 0
Combined flip-flop and latch cell area: 631 um^2
Chip height: 70.6 um
Count of non-filler cells in the finished layout: 233
Average instance area after synthesis: 9.66 um^2
Wire per inst: 13.8 um
Max-slew headroom: 0.513
[path summary, 6_finish.rpt]
| path | startpoint | to | slack [ns] | cells past startpoint |
|---|---|---|---|---|
| worst max-delay path | State[6] | State[3] | 1.0 | 5 |
| worst min-delay path | State[7] | SPI_CLK | 0.66 | 1 |
| worst max register to register | State[6] | State[3] | 1.0 | 5 |
| worst min register to register | State[7] | SPI_CLK | 0.66 | 1 |
[worst max-delay path: stages (launching register included)]
cell and delay (ns):
sky130_fd_sc_hd__edfxtp_1 0.51, sky130_fd_sc_hd__nor2_1 0.44, sky130_fd_sc_hd__nand2_1 0.32, sky130_fd_sc_hd__o21ai_1 0.30
sky130_fd_sc_hd__a221oi_4 0.15, sky130_fd_sc_hd__a21oi_1 0.61
[through the flow]
step	area, um^2	setup slack (ns)	hold slack [ns]	utilization
CTS	1890	1.01	0.665	0.424
detailed placement	1840	1.01	0.655	0.414
global route	1890	0.811	0.721	0.424
global placement	1840	1.07	0.644	0.414
finish	1890	0.998	0.659	0.424
floorplan	1410	1.30	0.599	-
[state kept, by name, summed over array words and instances (netlist names)]
name / cells
SPI_EN: 1
SPI_CLK: 1
SPI_IN: 1
State: 8
writecomplete: 1
DATA_READ: 8
readcomplete: 1
[power by group]
group	internal, W	switching (W)
Combinational	0.000333	0.000336
Clock	0.0000766	0.0000699
Sequential	0.000361	0.000157
Total	0.000771	0.000563
[logic make-up after synthesis]
logic type                 Yosys count  synth area share
AOI/OAI and AO/OA                   30             0.168
xor gates and xnor gates             5            0.0311
adders and majority gates            5            0.0444
buffers and inverters               17            0.0550
DFF                                 21             0.447
muxes                                3            0.0231
other                                1           0.00266
and+or+nand+nor                     64             0.229
[synthesized netlist by cell type, types with 3 or more instances]
library cell	n
sky130_fd_sc_hd__xor2_1	3
sky130_fd_sc_hd__nand3b_1	3
sky130_fd_sc_hd__nand3_1	8
sky130_fd_sc_hd__a21oi_1	8
sky130_fd_sc_hd__nand2_1	13
sky130_fd_sc_hd__edfxtp_1	21
sky130_fd_sc_hd__or2_1	3
sky130_fd_sc_hd__buf_4	3
sky130_fd_sc_hd__clkbuf_1	4
sky130_fd_sc_hd__nor2b_1	5
sky130_fd_sc_hd__nor3_1	9
sky130_fd_sc_hd__a31oi_1	3
sky130_fd_sc_hd__nor2_1	15
sky130_fd_sc_hd__inv_1	5
sky130_fd_sc_hd__ha_1	5
[cell type report]
class                   count  area share
inverters                   6      0.0119
repair buffers             42       0.223
well taps                  52      0.0345
flip-flops and latches     21       0.334
clock buffers               4      0.0239
multi-input cells         108       0.372
[layer usage]
layer  wire length, um  GRT usage
met5                 0          0
met3               280     0.0303
met2              1530      0.220
met4                42     0.0244
met1              1380      0.203
Power figures rest on the tool's default switching activity, not on a simulated workload.
